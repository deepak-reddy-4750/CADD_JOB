==> ./design.v <==
module Prefix_Adder (
    input logic [31:0] A,  
    input logic [31:0] B,  
    output logic [31:0] Sum  
);
    logic [31:0] G, P, C;
    assign G = A & B;  
    assign P = A ^ B;  
    assign C[0] = 0;
    genvar i;
    generate
        for (i = 1; i < 32; i = i + 1) begin : prefix
            assign C[i] = G[i-1] | (P[i-1] & C[i-1]);
        end
    endgenerate
    assign Sum = P ^ C;
endmodule
==> ./run.sh <==
#!/bin/bash
# OpenROAD 26Q1-2900-gdf79404cd8, Yosys 0.63+post, stock flow scripts
make -C /OpenROAD-flow-scripts/flow DESIGN_CONFIG=/design/flow/config.mk WORK_HOME=/design/flow/orfs finish
==> ./config.mk <==
export PLATFORM = sky130hd
export DESIGN_NAME = Prefix_Adder
export DESIGN_NICKNAME = Prefix_Adder
export VERILOG_FILES = /design/flow/design.v
export SDC_FILE = /design/flow/constraint.sdc
export NUM_CORES = 4
export LEC_CHECK = 1
export CORE_AREA = 10 10 91 91
export DIE_AREA = 0 0 101 101
==> ./constraint.sdc <==
current_design Prefix_Adder

set clk_period 39.0
set clk_io_pct 0.2

create_clock -name clk0 -period $clk_period

set non_clock_inputs [all_inputs -no_clocks]
set_input_delay [expr $clk_period * $clk_io_pct] -clock clk0 $non_clock_inputs
set_output_delay [expr $clk_period * $clk_io_pct] -clock clk0 [all_outputs]
==> impl_metrics.tcl <==
# place-and-route summary
set metrics [dict create \
    run_status "finished, final reports clean" \
    gr_usage_total_pct 6.90 \
    worst-slew-pin-transition_ps 133 \
    post-route-period-util_pct 73.9 \
    antenna_found_initial 1 \
    vdd_drop_max_mv 0.00626 \
    power_frac_clock_pct 0 \
    tool_warnings 32 \
    worst-endpoint-required_ps 31200 \
    drive_above_1_share_pct 0 \
    core_area_um2 6350 \
    drt-vias-per-instance 3.47 \
    grt_pass1_vias 913 \
    cap_viol_max_count 0 \
    switching_share_pct 26.7 \
    ys_types 3 \
    firstDrtPassIters 2 \
    ys_cells 32 \
    die.size.y_um 101 \
    flops 0 \
    post-route-drc-count 0 \
    num_io_pins 96 \
    p_leak_nw 0.619 \
    worstPathBufferInverterCount 2 \
    yosysChipArea_um2 637 \
    num-clock-buffers 0 \
    grt_max_degree 2 \
    category_of_the_most_critical_setup_path "in -> out" \
    cts_post_setup_buffers_inserted 0 \
    mean_area_per_synthesized_cell_um2 19.9 \
    globalRouteOverflowTotal 0 \
    antenna_violating_nets_post_route 0 \
    chip_area_um2 10200 \
    std_cell_rows 29 \
    number_of_i_o_port_buffers 96 \
    post_synth_inst_count 32 \
    drtIter0Drc 1 \
    layout-area-overhead-vs-synth_pct 166 \
    wl_mm 3.59 \
    worst_path_most_repeated_cell "sky130_fd_sc_hd__fa_1" \
    cts-hold-fix-buffers 0 \
    netlist_area_um2 637 \
    report.final.setup_viol 0 \
    postSynthSeqShare_pct 0 \
    dpl.cell_count 205 \
    cells_resized_by_post_cts_repair 0 \
    power.share.sequential_pct 0 \
    max-slew-margin-rel_pct 91.1 \
    rsz0062_at_grt "false" \
    critical_path.max_stage_delay_ps 480 \
    min-delay-start "A[31]" \
    yosys_warnings 0 \
    insertedDiodeCount 0 \
    crit_path_top_delay_cell "sky130_fd_sc_hd__clkdlybuf4s50_1" \
    worstHoldPathType "in -> out" \
    via_count 711 \
    final_critical_period_ps 28820 \
    timing.critical_path.to_type "primary output" \
    fin_setup_tns_ps 0 \
    gp_routability_congestion 0.783 \
    power_switching_w 0.00000736 \
    relative_contribution_of_combinational_cells_to_total_power_pct 100.0 \
    sequential_cell_area_um2 0 \
    finalHoldViolations 0 \
    crit_path_start "A[0]" \
    powerDensity_nw_per_um2 16.3 \
    startpoint_type "input port" \
    final-instance-count-excl-fill 205 \
    path_delay_family "adder cells" \
    floorplan.initialDensity_pct 10.0 \
    worstPathArrival_ps 21020 \
    dr_wl_cell_um 17.5 \
    grt_first_pass_wirelength_mm 5.38 \
    timing_max_transition_violations_final 0 \
    critical_path_peak_fanout 1 \
    max_clock_freq_mhz 34.7 \
    die_x_um 101 \
    intPower_w 0.0000202 \
]
-- routing by layer --
layer | up-vias | part of all wire (%) | global-route usage, %
li1 | 290 | - | -
met1 | 322 | 35 | 7.39
met2 | 95 | 39 | 10.5
met3 | 2 | 26 | 6.44
met4 | 2 | 0 | 0
met5 | - | 0.20 | 0
-- power groups by stage --
stage                 clock, W  combinational, W  sequential, W
after CTS                    0         0.0000285              0
after global routing         0         0.0000309              0
final                        0         0.0000275              0
-- final cells by class --
cell class	instances	area (um^2)
Fill cell	640	4660
Multi-Input combinational cell	32	637
Tap cell	77	96.3
Timing Repair Buffer	96	961
-- layout by cell type (no fill, tap or decap) --
cell / synthesis / routed
sky130_fd_sc_hd__fa_1: 30 / 30
sky130_fd_sc_hd__clkdlybuf4s50_1: 0 / 96
sky130_fd_sc_hd__ha_1: 1 / 1
sky130_fd_sc_hd__xor3_1: 1 / 1
-- path summary, 6_finish.rpt --
check | end | slack, ps | cells past startpoint
max | Sum[31] | 10180 | 34
min | Sum[31] | 16610 | 3
-- cell usage after synthesis --
master	number	share of area, %
sky130_fd_sc_hd__xor3_1	1	3.7
sky130_fd_sc_hd__ha_1	1	2.0
sky130_fd_sc_hd__fa_1	30	94
-- logic make-up after synthesis --
kind of cell,Yosys count,share of synthesized area [%]
XOR/XNOR,1,3.73
adder cells (fa/ha/maj),31,96.3
-- stage by stage --
step | hold slack, ps | instance area [um^2] | utilization [%] | total power (W) | worst slack, ps
final | 16610 | 1690 | 26.7 | 0.0000275 | 10180
after global routing | 16670 | 1690 | 26.7 | 0.0000309 | 9790
after CTS | 16620 | 1690 | 26.7 | 0.0000285 | 10110
after detailed placement | 16620 | 1690 | 26.7 | 0.0000283 | 10090
after global placement | 16610 | 1690 | 26.7 | 0.0000284 | 10220
after floorplan | 15670 | 637 | - | 0.00000281 | 11520
No activity file was given, so power comes from the tool's default toggle rates.
