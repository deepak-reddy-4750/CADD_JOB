File: flow/run.sh
#!/bin/bash
# OpenROAD 26Q1-2900-gdf79404cd8, Yosys 0.63+post, stock flow scripts
make -C /OpenROAD-flow-scripts/flow DESIGN_CONFIG=/design/flow/config.mk WORK_HOME=/design/flow/orfs finish
File: flow/config.mk
export PLATFORM = sky130hd
export DESIGN_NAME = Pipelined_Prefix_Adder
export DESIGN_NICKNAME = Pipelined_Prefix_Adder
export VERILOG_FILES = /design/flow/design.v
export SDC_FILE = /design/flow/constraint.sdc
export NUM_CORES = 4
export LEC_CHECK = 1
export CORE_UTILIZATION = 50
File: flow/constraint.sdc
current_design Pipelined_Prefix_Adder

set clk_period 1.2
set clk_io_pct 0.2

create_clock -name clk0 -period $clk_period [get_ports {clk}]

set non_clock_inputs [all_inputs -no_clocks]
set_input_delay [expr $clk_period * $clk_io_pct] -clock clk0 $non_clock_inputs
set_output_delay [expr $clk_period * $clk_io_pct] -clock clk0 [all_outputs]
File: flow/design.v
module Pipelined_Prefix_Adder (
    input logic [31:0] A,  
    input logic [31:0] B,  
    input logic clk,       
    output logic [31:0] Sum  
);
    logic [31:0] G, P, C;
    logic [31:0] G_reg, P_reg, C_reg;
    always_ff @(posedge clk) begin
        G_reg <= A & B;  
        P_reg <= A ^ B;  
    end
    always_ff @(posedge clk) begin
        C_reg[0] <= 0;
        for (int i = 1; i < 32; i++) begin
            C_reg[i] <= G_reg[i-1] | (P_reg[i-1] & C_reg[i-1]);
        end
    end
    always_ff @(posedge clk) begin
        Sum <= P_reg ^ C_reg;
    end
endmodule
==> notes.md <==
flow finished, numbers: result of the run=complete, no violations, library cell contributing the largest single delay on the critical path=dfxtp_2, die area=between 0.007 and 0.008 mm^2, first-pass GRT wire length=7560 um, CTS sink count=around 130, area share, top type=0.723, half-perimeter wire length of the detailed placement result=3100 um, logic gate share of total power=0.065, CTS tree=done, highest cell delay on the worst timing path=about 320 ps, top logic cells by instance count in the layout=dfxtp_1 (122), clkdlybuf4s50_1 (64), ha_1 (61), buf_2 (32), or2_1 (30), Core ar.=slightly below 0.007 mm^2, clock latency (worst-skew pair)=slightly below 500 ps, Max-slew headroom=0.818, CP Class=reg -> out, worst slack on hold paths=325 ps, Seq cells post-synth=around 130, initial antenna violation count=0, Mapped Avg Cell Area=roughly 16 um^2, Internal Pwr Total=approximately 8000 uW, crit path capture type=primary output, count of unresolved DRC violations after routing=0, slack of the worst reg-to-reg path=370 ps, net load switching power=2050 uW, most common logic cell in the routed design=dfxtp_1, standard-cell rows=30, final-layout fill cell count=~460, Worst Hold Endpoint=C_reg[1], maximum number of pins on one net before global-route repair=17, Setup-failing EPs final=0, worst-case clock skew=about 5.6 ps, utilization of the core after routing=0.736, area leader, netlist=dfxtp_1, die y size=approximately 86 um, Final Wtd Congestion=0.745, number of nets still failing antenna checks after routing=0, Resize count post-CTS=around 100, number of antenna cells inserted=0, hold buffer count at CTS=0, final wirelength=approximately 4600 um, floorplan-stage core utilization=0.517, sequential share of power=0.472, OpenROAD warning count=27, peak clock frequency supported by timing=roughly 870 MHz, beginning of the worst register-to-register path=P_reg[29], leakage component of the power=0.00230 uW, crit path DRT=960 ps, classification of the worst-slack hold path=reg -> reg, area delta synth->final=42.4%, gate count of the mapped netlist=about 220, fraction of layout instances using a drive strength above 1=0.190, final tally of hold violations=0, gate family responsible for the most delay along the worst path=flip-flops, DRC violation total after the first TritonRoute iteration=27, Initial DRT Pass Iterations=2, number of H-tree branching levels=4, critical-path maximum fanout=1, width of the die=85.6 um, clock slew seen by the registers of the worst setup and hold paths=~60 ps, Min-Delay Startpoint=G_reg[0], port buffer count=~96, final critical path time including I/O delays and setup=between 1000 and 1500 ps, Largest cells by area=dfxtp_1 (72%), ha_1 (22%), or2_1 (5.4%), Netlist cell types=4, setup repair after global routing missed its margin=true, clock root buffer master=clkbuf_8, Yosys Warn Count=1, RR Endpoint=C_reg[30], net switching fraction of the power=0.200, Max Buffers Root-to-Sink=2, setup repair bufs after CTS=0, instance count along the most critical hold path=0, # Cells Yosys=about 220, kind of start point of the critical path=flip-flop, clock group share of total power=0.463, transition time at the pin with the least slew margin=approximately 270 ps, Worst Setup SP=Sum[7], routed wire length per instance=roughly 11 um, chip area line of the yosys report=about 0.0035 mm^2, number of CTS-inserted buffers=17, number of top-level design ports=between 90 and 100, total vias in the final route=around 1900, critical path cell sequence=buf_2, overall routing resource usage=0.141, total grt overflow=0, Power per Cell Area=2060 mW/mm^2, via count of the first global-routing pass=between 1500 and 2000, Seq share, synth=0.723, Final Slew Violations=0, via-per-instance ratio=between 4 and 5, max_cap viols=0, arrival time worst endpoint=910 ps, highest ir drop seen on vdd=0.00132 V, number of cells traversed by the worst register-to-register path=2, Final period util=0.957, Post-Syn Area=roughly 0.0035 mm^2, combined buffer and inverter count along the critical path=1
-- per-stage QoR --
step                      power (uW)  instances  cell area [um^2]  worst slack, ps  TNS (ps)
after floorplan                 5050        219              3490              426         0
after global placement          5810        395              4550              107         0
after detailed placement        5830        395              4550              102         0
after CTS                      10400        427              4970             25.0         0
after global routing           10800        427              4970            -3.05     -3.05
final                          10300        427              4970             51.0         0
-- power by group through the flow --
stage | logic, uW | registers (uW) | clock network [uW]
finish | 670 | 4850 | 4750
global route | 801 | 4890 | 5090
CTS | 703 | 4850 | 4850
-- synth_stat cells --
cell type,number
dfxtp_1,126
ha_1,61
or2_1,30
xor2_1,2
-- worst max-delay path by stage --
stage         endpoint  slack, ps  cells after the start
CTS             Sum[7]         20                      1
finish          Sum[7]         50                      1
global route    Sum[7]         -3                      1
-- layout make-up --
cell class / count / area [um^2] / area share
Multi-Input combinational cell: 93 / 968 / 0.195
Clock buffer: 20 / 435 / 0.0876
Clock inverter: 12 / 139 / 0.0279
Timing Repair Buffer: 96 / 801 / 0.161
Sequential cell: 126 / 2530 / 0.508
Tap cell: 80 / 100 / 0.0201
-- routing by layer --
metal | up-vias | part of all wire | global-route usage
li1 | 960 | - | -
met1 | 821 | 0.48 | 0.219
met2 | 69 | 0.42 | 0.193
met3 | 6 | 0.092 | 0.0703
met4 | 0 | 0.012 | 0.0227
met5 | - | 0 | 0
-- cells by family (layout without fill, tap and decap cells) --
| group | count (synthesis) | in the layout | share of synthesized area |
|---|---|---|---|
| xor gates and xnor gates | 2 | 2 | 0.00502 |
| and+or+nand+nor | 30 | 30 | 0.0538 |
| buffers and inverters | 0 | 128 | 0 |
| DFF | 126 | 126 | 0.723 |
| adders and majority gates | 61 | 61 | 0.219 |
No activity file was given, so power comes from the tool's default toggle rates.
