==> /design/flow/config.mk <==
export PLATFORM = sky130hd
export DESIGN_NAME = FP_Multiplier
export DESIGN_NICKNAME = FP_Multiplier
export VERILOG_FILES = /design/flow/design.v
export SDC_FILE = /design/flow/constraint.sdc
export NUM_CORES = 4
export LEC_CHECK = 1
export CORE_UTILIZATION = 50
==> /design/flow/constraint.sdc <==
current_design FP_Multiplier

set clk_period 20.6
set clk_io_pct 0.2

create_clock -name clk0 -period $clk_period

set non_clock_inputs [all_inputs -no_clocks]
set_input_delay [expr $clk_period * $clk_io_pct] -clock clk0 $non_clock_inputs
set_output_delay [expr $clk_period * $clk_io_pct] -clock clk0 [all_outputs]
==> /design/flow/design.v <==
module FP_Multiplier (
    input logic [31:0] A,  
    input logic [31:0] B,  
    output logic [31:0] Result  
);
    logic signA, signB, signResult;
    logic [7:0] expA, expB, expResult;
    logic [23:0] mantA, mantB, mantResult;
    logic [47:0] mantProduct;
    logic [7:0] expSum;
    logic [7:0] expBias = 8'd127;
    assign signA = A[31];
    assign signB = B[31];
    assign expA = A[30:23];
    assign expB = B[30:23];
    assign mantA = {1'b1, A[22:0]};
    assign mantB = {1'b1, B[22:0]};
    assign signResult = signA ^ signB;
    assign expSum = expA + expB - expBias;
    assign mantProduct = mantA * mantB;
    assign mantResult = mantProduct[47] ? mantProduct[46:24] : mantProduct[45:23];
    assign expResult = mantProduct[47] ? expSum + 1 : expSum;
    assign Result = {signResult, expResult, mantResult[22:0]};
endmodule
==> /design/flow/run.sh <==
#!/bin/bash
# OpenROAD 26Q1-2900-gdf79404cd8, Yosys 0.63+post, stock flow scripts
make -C /OpenROAD-flow-scripts/flow DESIGN_CONFIG=/design/flow/config.mk WORK_HOME=/design/flow/orfs finish
==> GITHUB_STEP_SUMMARY <==
### Metrics collected by this job

| Metric | Value |
|---|---|
| Synth Seq Share | 0% |
| Via count | 14,400 |
| DIE AREA | 39,300 µm² |
| Status | finished, final reports clean |
| Routed length per instance | 19.1 µm |
| Worst slew pin tran | 0.775 ns |
| Avg Cell Area, Syn | 8.73 µm² |
| Drt pass-1 iters | 5 |
| Flop Count | 0 |
| Mapped Cells | 2,209 |
| Critical path data required time | 16.48 ns |
| XOR Share, Synth | 1.86% |
| Top logic family | adder cells |
| Post-Syn Area | 19,300 µm² |
| Post-DP HPWL | 40.2 mm |
| Max-slew headroom | 48.2% |
| Max Fclk | 59.9 MHz |
| Yosys top cell area share | 50.1% |
| DRT antenna net count | 0 |
| Log Warnings | 33 |
| PortBufs | 96 |
| DIE HEIGHT | 198 µm |
| Crit. End Element | output pin |
| Antenna diodes | 0 |
| Crit Path Class | in -> out |
| Final Non-Filler Cells | 2,758 |
| Met1 WL | 19.0 mm |
| Class of the worst hold path | in -> out |
| Number of global-route vias before repair | 15,300 |
| Yosys simple share | 16.5% |
| Crit path top cell by count | fa_1 |
| Setup Fix Bufs, Post-CTS | 0 |
| CORE AREA | 37,800 µm² |
| Final hold viol count | 0 |
| RSZ-0062 raised after global routing | false |
| Highest metal used | met4 |
| Initial DRC count | 543 |
| Met2 WL | 25.2 mm |
| Layout cells sized above 1 | 3.03% |
| Post-synthesis mux area share | 1.44% |
| Overflow after GRT | 0 |
| # DRC | 0 |
| Via/cell ratio | 5.21 |
| Post-DP Area | 20,800 µm² |
| Chip Area, Yosys | 19,300 µm² |
| Clock period minus worst slack | 16.69 ns |
| Distinct lib cells | 53 |
| Synth Area in Adders | 61.9% |
| Layout filler cell count | 3,480 |
| CTS Hold Bufs | 0 |
| Post-synth area hogs | fa_1, ha_1, inv_1 |
| Fin Hold WS | 9.17 ns |
| Placed cells | 2,758 |
| CP Launch Type | input port |
| Warnings, synthesis | 1 |
| First-pass GRT wire length | 83.9 mm |
| Slew Viols, Final | 0 |
| Num rows | 71 |
| Top cell type by total area after synthesis | fa_1 |
| Routed length on met3 | 6.29 mm |
| Compound Share, Synth | 4.54% |
| Register area | 0 µm² |
| Initial antenna violation count | 1 |
| Setup Total Neg Slack | 0 ns |
| Max_cap viols | 0 |
| Design Area, Final | 20,800 µm² |
| Worst-path maximum fanout | 37 |
| Final tally of setup violations | 0 |
| Slowest-stage cell, CP | clkdlybuf4s50_1 |
| Ys cells | 2,209 |
| Final wirelength | 52.6 mm |
| Fin crit share | 81.0% |
| IO Count | 96 |
| GPL Wtd Cong | 0.982 |
| Number of clock buffers in the layout | 0 |
| Final Util | 55.0% |
| Max incr delay on CP | 0.97 ns |
| Post-CTS sizing | 0 |
| Die X | 198 µm |
| Pre-Place Util | 50.9% |
| Largest net degree at the start of global routing | 38 |
| Worst EP arrival | 12.57 ns |
| Area Overhead vs Synth | 7.92% |
| Total GRT Usage | 30.9% |
-- cell families after synthesis --
| group | count (synthesis) |
|---|---|
| fa+ha+maj | 665 |
| xor+xnor | 41 |
| compound gates | 136 |
| mux | 21 |
| buf+inv | 700 |
| simple gates | 646 |
-- layout by cell type (no fill, tap or decap), types with 2 or more instances in the layout --
cell / synthesis / final
nand2b_1: 2 / 2
o21ai_1: 4 / 4
mux2i_1: 5 / 5
o21bai_1: 8 / 8
a21o_1: 12 / 12
a221oi_2: 3 / 3
nor4_1: 3 / 3
o21a_1: 5 / 5
o2111ai_1: 2 / 2
nand2_1: 295 / 295
a31oi_1: 5 / 5
o211ai_1: 4 / 4
inv_1: 595 / 595
a311oi_1: 2 / 2
mux2_4: 12 / 12
nand4_1: 11 / 11
and4_1: 4 / 4
xor2_1: 12 / 12
a21oi_1: 43 / 43
xnor2_1: 29 / 29
buf_4: 2 / 45
nor2_1: 51 / 51
ha_1: 183 / 183
fa_1: 482 / 482
clkdlybuf4s50_1: 0 / 96
o21ai_0: 26 / 26
a21boi_0: 3 / 3
and3_1: 2 / 2
nand3_1: 16 / 16
mux2_2: 3 / 3
o31ai_1: 2 / 2
clkinv_1: 2 / 2
nor3_1: 8 / 8
nor2b_1: 5 / 5
nor3b_1: 2 / 2
a211oi_1: 11 / 11
and2_1: 241 / 241
-- synthesized netlist by cell type (5+ instances only) --
master / instances
xnor2_1: 29
mux2i_1: 5
nor3_1: 8
nor2b_1: 5
o21a_1: 5
ha_1: 183
fa_1: 482
a21oi_1: 43
inv_1: 595
nand4_1: 11
nor2_1: 51
nand2_1: 295
a21o_1: 12
o21ai_0: 26
mux2_4: 12
xor2_1: 12
o21bai_1: 8
a31oi_1: 5
clkbuf_1: 94
and2_1: 241
nand3_1: 16
a211oi_1: 11
-- through the flow --
stage                     worst slack, ns
after floorplan                      6.06
after global placement               4.06
after detailed placement             3.99
after CTS                            3.95
after global routing                 3.38
final                                3.91
-- critical path, delay by kind of cell --
kind            cells  cell delay, ns
buf+inv             7            2.06
compound gates      5            1.31
mux                 2            0.54
simple gates        3            0.68
fa+ha+maj           8            3.82
-- worst paths after layout --
kind / from / endpoint / slack, ns / cells after the start
setup / recovery: B[0] / Result[18] / 3.91 / 25
hold / removal: A[31] / Result[31] / 9.17 / 3
-- layout make-up --
| type | instances | area [µm²] | area share, % |
|---|---|---|---|
| multi-input combinational | 1509 | 16600 | 79.9 |
| timing repair buffer | 141 | 1300 | 6.24 |
| tap | 511 | 639 | 3.07 |
| inverter | 597 | 2240 | 10.8 |
-- per-layer routing --
metal  vias to the layer above  global-route usage, %
met5                         -                  0.255
met2                       670                   47.5
met4                         0                   9.22
li1                       6484                      -
met1                      7114                   40.6
met3                        92                   14.6
